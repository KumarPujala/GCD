$ cat design.v
module comp(a,b,gt,eq,lt);
input [7:0] a,b;
output gt,eq,lt;
assign gt=(a>b);
assign eq=(a==b);
assign lt=(a<b);
endmodule
module mux8bus2to1(a,b,sel,out);
input [7:0] a,b;
input sel;
output [7:0] out;
assign out = sel?a:b;
endmodule
module pipo(rst,clk,ld,in,out);
input clk,rst,ld;
input [7:0] in;
output reg [7:0] out;
always @(posedge clk, posedge rst)
begin
    if(rst)
    out<=8'b0;
    else if (ld)
    out<=in;
end
endmodule
module subs(a,b,out);
input [7:0] a,b;
output [7:0] out;
assign out=a-b;
endmodule
module top_gcd(rst,clk,go,data_in1,data_in2,done,out); input rst,clk,go;
input [7:0] data_in1,data_in2;
output done;
output [7:0] out;
wire a_sel,b_sel,a_ld,b_ld,output_en,a_gt_b,a_eq_b,a_lt_b;
datapath_gcd u1(rst,clk,data_in1,data_in2,a_sel,b_sel,a_ld,b_ld,output_en,out,a_gt_b,a_eq_b,a_lt_b); 
controller_gcd u2(rst,clk,go,a_gt_b,a_lt_b,a_eq_b,a_sel,b_sel,a_ld,b_ld,done,output_en);
endmodule
module datapath_gcd(rst,clk,data_in1,data_in2,a_sel,b_sel,a_ld,b_ld,output_en,data_out,a_gt_b,a_eq_b ,a_lt_b);
input rst,clk;
input [7:0] data_in1,data_in2;
input a_sel,b_sel,a_ld,b_ld,output_en;
output [7:0] data_out;
output a_gt_b,a_eq_b,a_lt_b;
wire[7:0] ta_out,tb_out,sub_a,sub_b,ta_in,tb_in;
mux8bus2to1 amux (data_in1,sub_a,a_sel,ta_in), bmux (data_in2,sub_b,b_sel,tb_in);
pipo pipo_a (rst,clk,a_ld,ta_in,ta_out),
pipo_b (rst,clk,b_ld,tb_in,tb_out),
pipo_out (rst,clk,output_en,ta_out,data_out);
comp comp1 (ta_out,tb_out,a_gt_b,a_eq_b,a_lt_b);
subs subs_a (ta_out,tb_out,sub_a), subs_b (tb_out,ta_out,sub_b);
endmodule
module controller_gcd(rst,clk,go,a_gt_b,a_lt_b,a_eq_b,a_sel,b_sel,a_ld,b_ld,done,output_en); 
input rst,clk,go,a_gt_b,a_lt_b,a_eq_b;
output reg a_sel,b_sel,a_ld,b_ld,done,output_en;
reg [4:0] state;
parameter s0=0,s1=1,s2=2,s3=3,s4=4,s5=5,s6=6,s7=7,s8=8;
always @(posedge clk,posedge rst) begin
if(rst)
state<=s0; else
case(state) s0: begin
if(go) state<=s1;
else state<=s0;
end
s1: state<=s2; s2: state<=s3; s3: begin
if(a_eq_b) state<=s7;
else if(a_gt_b) state<=s5;
else if(a_lt_b) state<=s4;
end
s4: state<=s6;
s5: state<=s6;
s6: state<=s3;
s7: state<=s8;
s8: state<= rst? s0:s8; default: state<=s0; endcase
end
always @(state)
begin
case(state)
s0: begin a_sel=1'b0; b_sel=1'b0;
a_ld=1'b0; b_ld=1'b0;
done=1'b0; output_en=1'b0; end
s1: begin
a_sel=1'b1; b_sel=1'b1; a_ld=1'b1; b_ld=1'b1; done=1'b0; output_en=1'b0; end
s2: begin
a_sel=1'b0; b_sel=1'b0; a_ld=1'b0; b_ld=1'b0; done=1'b0; output_en=1'b0; end
s3: begin
a_sel=1'b0; b_sel=1'b0; a_ld=1'b0; b_ld=1'b0; done=1'b0; output_en=1'b0; end
s4: begin
a_sel=1'b1; b_sel=1'b0; a_ld=1'b0; b_ld=1'b1; done=1'b0; output_en=1'b0; end
s5: begin
a_sel=1'b0; b_sel=1'b1; a_ld=1'b1; b_ld=1'b0; done=1'b0; output_en=1'b0; end
s6: begin
a_sel=1'b0; b_sel=1'b0; a_ld=1'b0; b_ld=1'b0; done=1'b0; output_en=1'b0; end
s7: begin
a_sel=1'b0; b_sel=1'b0; a_ld=1'b0; b_ld=1'b0; done=1'b1; output_en=1'b1; end
s8: begin
a_sel=1'b0; b_sel=1'b0; a_ld=1'b0; b_ld=1'b0; done=1'b1; output_en=1'b1; end
default: begin
a_sel=1'b0; b_sel=1'b0; a_ld=1'b0; b_ld=1'b0; done=1'b0; output_en=1'b0; end
endcase end
endmodule
$ cat run.sh
#!/bin/bash
# OpenROAD 26Q1-2900-gdf79404cd8, Yosys 0.63+post, stock flow scripts
make -C /OpenROAD-flow-scripts/flow DESIGN_CONFIG=/design/flow/config.mk WORK_HOME=/design/flow/orfs finish
$ cat config.mk
export PLATFORM = sky130hd
export DESIGN_NAME = top_gcd
export DESIGN_NICKNAME = top_gcd
export VERILOG_FILES = /design/flow/design.v
export SDC_FILE = /design/flow/constraint.sdc
export NUM_CORES = 4
export LEC_CHECK = 1
export CORE_UTILIZATION = 30
$ cat constraint.sdc
current_design top_gcd

set clk_period 3.4
set clk_io_pct 0.2

create_clock -name clk0 -period $clk_period [get_ports {clk}]

set non_clock_inputs [all_inputs -no_clocks]
set_input_delay [expr $clk_period * $clk_io_pct] -clock clk0 $non_clock_inputs
set_output_delay [expr $clk_period * $clk_io_pct] -clock clk0 [all_outputs]
==> impl_metrics.toml <==
# synthesis and place-and-route metrics
[setup_path]
path_cells = "nand2_1 -> or3_1 -> and2_1 -> inv_1 -> clkdlybuf4s50_1"
crit_slowest_cell = "dfrtp_1"
crit_fanout = 16
start_kind = "flip-flop"
endpoint_kind = "primary output"
cp.arrival_ns = 2.02
critical_path_class = "reg2out"
slowest_delay_ns = 0.45
crit_family = "simple AND/OR/NAND/NOR gates"
cp_num_buf_inv = 2
r2r-end = "u1.pipo_a.out[7]"
rr_worst_depth = 7
rr_startpoint = "u1.pipo_a.out[4]"
reg2reg_slack_ns = 1.34
crit_required_ns = 2.72

[synthesis]
yosys_area_um2 = 1878
ys_ff = 28
yosysUniqueCellTypes = 37
aoi_share_pct = 19.52
mux_share_pct = 2.598
synth-seq-area-share_pct = 37.31
ys_cells = 216
ys_top_logic_family = "AND-OR/OR-AND gates"
synth-edff-count = 0
ys.flop_type = "dfrtp_1"
synth.avg_cell_area_um2 = 8.695
synthesis.area_um2 = 1878
ys.warnings.count = 2
simple_gate_share_pct = 16.92
ys_sh_xor_pct = 4.197
adder_share_pct = 12.13
synthCells = 216
synthArstFlopShare_pct = 100.0

[layout]
num-fill-cells = 587
drive_gt1_share_pct = 5.063
mostFrequentLayoutCell = "dfrtp_1"
stdcell_count = 312
synthToLayoutAreaGrowth_pct = 20.92
most-common-layout-cells = "28 x dfrtp_1, 27 x clkdlybuf4s50_1, 24 x nand2_1"

[global_routing]
antenna_found_initial = 0
gr-total-overflow = 0
grt_pass1_vias = 1477
track_usage_pct = 13.92
grt_pass1_wl_um = 6913
grt_max_degree = 29

[sta]
min_period_ns = 2.701
finalHoldViolations = 0
finalClockSkew_ns = 0.001001
min_period_over_period_pct = 79.44
fmax_mhz = 370.2
maxSlewHeadroom_pct = 56.60
setup_viol = 0
fin_setup_tns_ns = 0
rsz0062_at_grt = "false"
worstMarginPinSlew_ns = 0.6495
fin_hold_ws_ns = 0.4882
drv_slew = 0

[die]
fp_util_pct = 31.35
chipHeight_um = 81.12
die-area_um2 = 6580
num_io_pins = 28
dieWidth_um = 81.12
core_area_um2 = 5991
num_rows = 28

[clock_network]
clk_latency_ns = 0.27
cts-resized-gates = 0
cts_hold_repair.buffers = 0
clkSinkCount = 28
cts_buffer_depth = 2
cts_buffers = 3
cts_root_buf = "clkbuf_8"
htreeDepth = 1
clk_pin_slew_ns = 0.10
cts_tree = "yes"
cts_setup_buffers = 0

[routing]
met1_length_um = 2102
ant_nets = 0
routed_wl_um = 4108
routed.top_layer = "met4"
vias = 1543
num_antenna_cells = 0
via_per_inst = 4.946
first_pass_iters = 4
routedWlPerCell_um = 13.17
drtIter0Drc = 92
dr_wl_met2_um = 1776
drc = 0
dr_wl_met3_um = 203

[power]
power_density_nw_per_um2 = 1123
leakage_nw = 1.026
ir_drop_uv = 370.5

[worst_hold_path]
holdPathEnd = "u1.pipo_out.out[0]"
min_path_type = "reg2reg"
holdPathStages = 2
hold_start = "u1.pipo_out.out[0]"

[flow_run]
warnings = 32
drv_cap = 0

[place]
gp_congestion = 0.8505
port-buffer-count = 27
placedCellCount = 308
hpwl_um = 3097

[status]
status = "finished, final reports clean"
power breakdown:
part	leakage (nW)	switching [mW]	internal (mW)
Combinational	0.653	0.945	0.731
Clock	0.0357	0.107	0.158
Sequential	0.337	0.109	0.502
Total	1.03	1.16	1.39
cell type report:
| class | instances | area (um2) | area share (%) |
|---|---|---|---|
| sequential | 28 | 700.7 | 30.85 |
| tap | 75 | 93.84 | 4.132 |
| multi-input combinational | 156 | 1045 | 46.01 |
| inverter | 20 | 75.07 | 3.306 |
| clock inverter | 1 | 30.03 | 1.322 |
| clock buffer | 3 | 41.29 | 1.818 |
| timing repair buffer | 29 | 285.3 | 12.56 |
through the flow:
step,util (%),area (um2),setup WS [ns],power [mW]
after CTS,37.91,2271,0.6931,2.567
after global placement,36.72,2200,1.018,2.285
after detailed placement,36.72,2200,1.010,2.290
after floorplan,-,1878,1.465,1.894
final,37.91,2271,0.6991,2.551
after global routing,37.91,2271,0.5039,2.856
worst max-delay path by stage:
stage,from,endpoint,cells past startpoint
after CTS,u2.state[1],done,5
after global routing,u2.state[1],done,5
final,u2.state[1],done,5
synthesized netlist by cell type (3+ instances only):
master,instances,share of area (%)
a21oi_1,12,3.2
nor2_1,9,1.8
buf_2,8,2.1
or3_1,3,1.0
nand3_1,9,2.4
o21ai_1,9,2.4
a21o_1,3,1.2
a31oi_1,4,1.3
clkbuf_1,3,0.60
o21ai_0,14,3.7
xor2_1,4,1.9
and3_1,3,1.0
dfrtp_1,28,37
nor2b_1,3,1.0
o211ai_1,5,2.0
inv_1,20,4.0
nand2_1,24,4.8
a211oi_1,4,1.6
xnor2_1,5,2.3
mux2_2,3,1.8
nor3_1,7,1.9
ha_1,15,10
metal layers:
metal | up-vias | GRT usage [%]
met1 | 707 | 21.53
met2 | 34 | 21.43
met4 | 0 | 0.8929
met3 | 2 | 2.623
li1 | 800 | -
met5 | - | 0
registers in the layout, indices dropped and copies added (netlist names):
register / count
u1.pipo_out.out: 8
u1.pipo_a.out: 8
u1.pipo_b.out: 8
u2.state: 4
worst min-delay path, stage by stage, from the launching register on:
cell,delay (ns)
dfrtp_1,0.35
nand2_1,0.05
o21ai_1,0.06
kinds of logic (layout without fill, tap and decap cells):
logic type	Yosys count	in the layout
buffers and inverters	32	53
XOR/XNOR	9	9
adder cells (fa/ha/maj)	17	17
flip-flops	28	28
AND/OR/NAND/NOR	66	66
multiplexers	4	4
AND-OR/OR-AND	60	60
No activity file was given, so power comes from the tool's default toggle rates.
